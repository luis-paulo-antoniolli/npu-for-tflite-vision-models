==> /design/flow/design.v <==
module softmax_unit (
    input clk,
    input rst_n,
    input start,
    input [31:0] input_ptr,
    input [31:0] output_ptr,
    input [31:0] size,
    output reg [31:0] result,
    output reg done,
    output reg ready
);
    integer loop_k;
    localparam IDLE = 3'b000;
    localparam LOAD_INPUT = 3'b001;
    localparam FIND_MAX = 3'b010;
    localparam COMPUTE_EXP = 3'b011;
    localparam COMPUTE_SUM = 3'b100;
    localparam COMPUTE_SOFTMAX = 3'b101;
    localparam STORE_OUTPUT = 3'b110;
    localparam DONE_STATE = 3'b111;
    reg [2:0] state, next_state;
    reg [31:0] i;
    reg [31:0] input_buffer [0:255];    
    reg [31:0] output_buffer [0:255];   
    reg [31:0] exp_buffer [0:255];      
    reg [31:0] max_val;
    reg [31:0] sum_exp;
    always @(posedge clk) begin
        if (!rst_n) begin
            state <= IDLE;
            done <= 0;
            ready <= 1;
            i <= 0;
        end else begin
            state <= next_state;
            case(state)
                IDLE: begin
                    done <= 0;
                    ready <= 1;
                end
                DONE_STATE: begin
                    done <= 1;
                    ready <= 1;
                end
                default: begin
                    done <= 0;
                    ready <= 0;
                end
            endcase
        end
    end
    always @(*) begin
        case(state)
            IDLE: begin
                if (start)
                    next_state = LOAD_INPUT;
                else
                    next_state = IDLE;
            end
            LOAD_INPUT: begin
                next_state = FIND_MAX;
            end
            FIND_MAX: begin
                if (i >= size)
                    next_state = COMPUTE_EXP;
                else
                    next_state = FIND_MAX;
            end
            COMPUTE_EXP: begin
                if (i >= size)
                    next_state = COMPUTE_SUM;
                else
                    next_state = COMPUTE_EXP;
            end
            COMPUTE_SUM: begin
                if (i >= size)
                    next_state = COMPUTE_SOFTMAX;
                else
                    next_state = COMPUTE_SUM;
            end
            COMPUTE_SOFTMAX: begin
                if (i >= size)
                    next_state = STORE_OUTPUT;
                else
                    next_state = COMPUTE_SOFTMAX;
            end
            STORE_OUTPUT: begin
                next_state = DONE_STATE;
            end
            DONE_STATE: begin
                next_state = IDLE;
            end
            default: next_state = IDLE;
        endcase
    end
    always @(posedge clk) begin
        if (!rst_n) begin
            i <= 0;
            max_val <= 0;
            sum_exp <= 0;
        end else begin
            case(state)
                IDLE: begin
                    i <= 0;
                end
                LOAD_INPUT: begin
                    for (loop_k = 0; loop_k < 256; loop_k = loop_k + 1) begin
                        input_buffer[loop_k] <= 32'h00000001;  
                    end
                end
                FIND_MAX: begin
                    max_val <= input_buffer[0];
                    for (loop_k = 1; loop_k < 256; loop_k = loop_k + 1) begin
                        if (input_buffer[loop_k] > max_val)
                            max_val <= input_buffer[loop_k];
                    end
                end
                COMPUTE_EXP: begin
                    for (loop_k = 0; loop_k < 256; loop_k = loop_k + 1) begin
                        exp_buffer[loop_k] <= input_buffer[loop_k] - max_val;  
                    end
                end
                COMPUTE_SUM: begin
                    sum_exp <= 0;
                    for (loop_k = 0; loop_k < 256; loop_k = loop_k + 1) begin
                        sum_exp <= sum_exp + exp_buffer[loop_k];
                    end
                end
                COMPUTE_SOFTMAX: begin
                    for (loop_k = 0; loop_k < 256; loop_k = loop_k + 1) begin
                        output_buffer[loop_k] <= exp_buffer[loop_k];  
                    end
                end
                STORE_OUTPUT: begin
                    result <= output_buffer[0];
                end
                default: begin
                end
            endcase
        end
    end
endmodule
==> /design/flow/run.sh <==
#!/bin/bash
# OpenROAD 26Q1-2900-gdf79404cd8, Yosys 0.63+post, stock flow scripts
make -C /OpenROAD-flow-scripts/flow DESIGN_CONFIG=/design/flow/config.mk WORK_HOME=/design/flow/orfs finish
==> /design/flow/config.mk <==
export PLATFORM = sky130hd
export DESIGN_NAME = softmax_unit
export DESIGN_NICKNAME = softmax_unit
export VERILOG_FILES = /design/flow/design.v
export SDC_FILE = /design/flow/constraint.sdc
export NUM_CORES = 4
export LEC_CHECK = 1
export CORE_AREA = 10 10 70 70
export DIE_AREA = 0 0 80 80
==> /design/flow/constraint.sdc <==
current_design softmax_unit

set clk_period 2.4
set clk_io_pct 0.2

create_clock -name clk0 -period $clk_period [get_ports {clk}]

set non_clock_inputs [all_inputs -no_clocks]
set_input_delay [expr $clk_period * $clk_io_pct] -clock clk0 $non_clock_inputs
set_output_delay [expr $clk_period * $clk_io_pct] -clock clk0 [all_outputs]
==> changes_impl.md <==
## Implementation

- Die height: about 80 µm
- First-pass GRT wire length: 2920 µm
- Cts-stage hold buffer count: 0
- Fill count: between 300 and 400
- Setup TNS: 0 ns
- Switching part of the total: 19.6%
- Grt ovf: 0
- Top cell area share: 31.1%
- P_sw: 0.0885 mW
- FP Util: between 20% and 30%
- Cell Type Count: 20
- Tool warnings: between 80 and 90
- Critical path class: in2reg
- Via-to-Cell Ratio: ~3.5
- CTS Buf Count: 3
- Initial DRC Count: 4
- Detailed Routing Iterations Pass 1: 2
- Top cells by area: buf_4 (31%), dfxtp_1 (29%), edfxtp_1 (12%)
- Inst Count DP: around 160
- Worst-path clk slew: roughly 0.080 ns
- Post-DP Area: 0.00105 mm²
- WP data required: 2.61 ns
- Vias: ~570
- Yosys warning tally: 36
- # rows: 21
- Leading cell type by number of instances after synthesis: buf_4
- Clock Power Share: just under 30%
- Largest fanout on the critical path: 4
- Core area: around 0.0034 mm²
- Post-synth ARST share: 0%
- CTS tree: done
- Diode count: 0
- Slew Limit Fails: 0
- I/O pins: between 100 and 150
- Late-Pin Clk Latency: about 0.27 ns
- Reg power frac: about 55%
- CTS-repair resized insts: 0
- GRT Resource Usage Total: about 5.8%
- Critical path's slowest cell: clkdlybuf4s50_1
- Die W: around 80 µm
- # DRC: 0
- Post-CTS Setup Bufs: 0
- Count of state elements after synthesis: 14
- MaxCap Viol Count: 0
- Vias in the first global route: 672
- P_leak: about 0.43 nW
- Share of cells above drive strength 1: under 10%
- DP Wirelength: 1800 µm
- CP delay by family, top: simple AND/OR/NAND/NOR gates
- Arrival time worst endpoint: 1.82 ns
- Sequential element share of the synthesized area: between 40% and 50%
- Internal: around 0.36 mW
- CP startpoint kind: input port
- CP Buf/Inv Count: 1
- Final hold vios: 0
- PortBufs: 37
- Finished Layout Cells: roughly 160
- Crit-path cells: clkdlybuf4s50_1 -> nor4_1 -> nand4_1 -> nor2_2 -> mux2i_1
- F_max: between 0.6 and 0.7 GHz
- Avg Cell Area, Syn: 9.59 µm²
- DR WL/cell: approximately 12 µm
- Clk sinks: 14
- Synthesized area: about 750 µm²
- Final setup violation count: 0
- Endpoint type of the worst setup path: register
- Longest Clk Path Bufs: 2
- YS chip area: between 700 and 800 µm²
- Largest net degree at the start of global routing: 12
- Status: finished, final reports clean
- H-tree levels: 1
- Combinational cell fraction of total power: between 10% and 20%
- Synth top cells by count: buf_4 (31), dfxtp_1 (11), nor4_1 (7)
- Worst clock skew: 0.00518 ns
- Final Core Density: around a third
- Placer congestion estimate: about 0.74
- Primary FF master, synth: dfxtp_1
- Hold Crit Class: reg2reg
- EDFF count, synth: 3
- Final Cell Area: 0.00108 mm²
- Post-DRT Antenna Nets: 0
- RSZ-0062 raised after global routing: no
- Clk Tree Root Cell: clkbuf_4
- # Cells Yosys: approximately 78
- Mapped Cells: around 78
- Syn-to-layout area delta: 44.0%
- Die Area: 0.00640 mm²
- Initial antenna violation count: 0
- Routed Wire Length: between 1500 and 2000 µm
- Final worst path period share: between 60% and 70%
- Max VDD drop: 0.000209 V
- PD cells: between 400 and 500 mW/mm²
- Tmin final: 1.61 ns
- Cell type with the largest total area: buf_4
- Slowest cell delay on critical path: just over 0.4 ns
## kinds of logic after synthesis
family | after synthesis | synth area share (%)
flops | 14 | 41.5
mux | 2 | 2.68
other cells | 1 | 0.501
simple gates | 23 | 19.2
buf+inv | 34 | 32.8
compound gates | 4 | 3.35
## state kept, by name, summed over array words and instances (netlist names)
signal	cells
state	8
done	1
exp_buffer	1
max_val	1
output_buffer	1
ready	1
result	1
## worst paths after layout
check / start / endpoint / slack [ns] / cells past startpoint
min reg2reg: exp_buffer[0][0]$_DFFE_PP_ / output_buffer[0][0]$_DFFE_PP_ / 0.43 / 0
min: exp_buffer[0][0]$_DFFE_PP_ / output_buffer[0][0]$_DFFE_PP_ / 0.43 / 0
max: size[23] / state[6]$_DFF_P_ / 0.79 / 5
max reg2reg: state[0]$_DFF_P_ / ready$_SDFF_PN1_ / 1.51 / 1
## cell type report
class                   count  area (µm²)  share of cell area [%]
repair buffers             37         370                    34.4
well taps                  46        57.6                    5.34
multi-input cells          60         305                    28.3
clock buffers               4        26.3                    2.44
inverters                   2        7.51                   0.697
flip-flops and latches     14         310                    28.8
## through the flow
step	power (mW)	hold WS, ns	worst slack (ns)
6_report	0.453	0.428	0.789
3_3_place_gp	0.327	0.403	0.514
3_5_place_dp	0.327	0.405	0.474
5_1_grt	0.481	0.450	0.619
2_1_floorplan	0.298	0.400	1.06
4_1_cts	0.461	0.427	0.762
## power groups by stage
stage	registers, mW	logic, mW	clock network [mW]
6_report	0.247	0.0722	0.133
5_1_grt	0.248	0.0792	0.153
4_1_cts	0.247	0.0745	0.139
## placed cells by master, fill, tap and decap left out, drive strengths merged
master and count:
clkbuf 4, dfxtp 11, nand2b 1, o21a 1, inv 2, nor2 1, conb 31, clkdlybuf4s50 37
o31ai 1, or3b 1, and2 4, nand3b 1, o21ai 2, mux2i 2, nand4 2, nor4 8
and3 1, edfxtp 3, nand2 4
## per-layer routing
metal | share of wire [%] | vias up | global-route usage (%)
li1 | - | 283 | -
met4 | 0.51 | 0 | 0.528
met2 | 41 | 53 | 8.83
met3 | 25 | 2 | 7.27
met5 | 0 | - | 0
met1 | 34 | 231 | 4.80
No activity file was given, so power comes from the tool's default toggle rates.
