`flow/design.v`:
```
module quantize_unit (
    input clk,
    input rst_n,
    input start,
    input [31:0] input_ptr,
    input [31:0] params,   
    input [31:0] size,
    output reg [31:0] result,
    output reg done,
    output reg ready
);
    integer loop_k;
    localparam IDLE        = 2'b00;
    localparam LOAD_INPUT  = 2'b01;
    localparam QUANTIZE    = 2'b10;
    localparam DONE_STATE  = 2'b11;
    reg [1:0] state, next_state;
    reg [31:0] i;
    reg [31:0] input_buffer [0:255];    
    reg [7:0]  output_buffer [0:255];   
    reg [31:0] scale;
    reg [31:0] zero_point;
    always @(posedge clk) begin
        if (!rst_n) begin
            state <= IDLE;
            done <= 0;
            ready <= 1;
            i <= 0;
        end else begin
            state <= next_state;
            case(state)
                IDLE: begin
                    done <= 0;
                    ready <= 1;
                end
                DONE_STATE: begin
                    done <= 1;
                    ready <= 1;
                end
                default: begin
                    done <= 0;
                    ready <= 0;
                end
            endcase
        end
    end
    always @(*) begin
        case(state)
            IDLE: begin
                if (start)
                    next_state = LOAD_INPUT;
                else
                    next_state = IDLE;
            end
            LOAD_INPUT: begin
                next_state = QUANTIZE;
            end
            QUANTIZE: begin
                if (i >= size)
                    next_state = DONE_STATE;
                else
                    next_state = QUANTIZE;
            end
            DONE_STATE: begin
                next_state = IDLE;
            end
            default: next_state = IDLE;
        endcase
    end
    always @(posedge clk) begin
        if (!rst_n) begin
            i <= 0;
            scale <= 0;
            zero_point <= 0;
        end else begin
            case(state)
                IDLE: begin
                    scale <= params[31:16];
                    zero_point <= params[15:0];
                    i <= 0;
                end
                LOAD_INPUT: begin
                    for (loop_k = 0; loop_k < 256; loop_k = loop_k + 1) begin
                        input_buffer[loop_k] <= 32'h00000001;  
                    end
                end
                QUANTIZE: begin
                    for (loop_k = 0; loop_k < 256; loop_k = loop_k + 1) begin
                        output_buffer[loop_k] <= input_buffer[loop_k][7:0];
                    end
                    i <= i + 1;
                end
                DONE_STATE: begin
                    result <= {{24{1'b0}}, output_buffer[0]};
                end
                default: begin
                end
            endcase
        end
    end
endmodule
```
`flow/run.sh`:
```
#!/bin/bash
# OpenROAD 26Q1-2900-gdf79404cd8, Yosys 0.63+post, stock flow scripts
make -C /OpenROAD-flow-scripts/flow DESIGN_CONFIG=/design/flow/config.mk WORK_HOME=/design/flow/orfs finish
```
`flow/config.mk`:
```
export PLATFORM = sky130hd
export DESIGN_NAME = quantize_unit
export DESIGN_NICKNAME = quantize_unit
export VERILOG_FILES = /design/flow/design.v
export SDC_FILE = /design/flow/constraint.sdc
export NUM_CORES = 4
export LEC_CHECK = 1
export CORE_AREA = 10 10 70 70
export DIE_AREA = 0 0 80 80
```
`flow/constraint.sdc`:
```
current_design quantize_unit

set clk_period 2.1
set clk_io_pct 0.2

create_clock -name clk0 -period $clk_period [get_ports {clk}]

set non_clock_inputs [all_inputs -no_clocks]
set_input_delay [expr $clk_period * $clk_io_pct] -clock clk0 $non_clock_inputs
set_output_delay [expr $clk_period * $clk_io_pct] -clock clk0 [all_outputs]
```
==> metrics.csv <==
metric,value,unit
crit path DRT,2230,ps
CTS tree,yes,
Ports,133,
die height,80,um
Die Width,80,um
"Cell Area, Synth",498,um2
Finished Cell Area,811,um2
most frequent cells in the layout,"clkdlybuf4s50_1, conb_1, nor4_1",
H-tree lvl count,1,
Reg2Reg Setup Slack,1210,ps
WL met1,769,um
status,completed,
CP max FO,2,
Post-CTS Setup Inserts,0,
post-CTS resize count,0,
Final Setup Violations,0,
fp_density,14.6,%
"Hold Vio Cnt, Final",0,
Setup crit start kind,primary input,
CP Buf/Inv Count,1,
Register-to-Register Path Depth,1,
R2R Path Start,state[0],
clk latency of the worst-skew pair,240,ps
unrepaired setup endpoints after global routing,no,
Site Rows,21,
synthesized instance count,60,
yosys cell count,60,
total grt overflow,0,
Setup TNS,0,ps
warnings from Yosys,67,
Leak,0.000332,uW
Crit Path Category,in -> reg,
Reg-to-Reg End,ready,
Final ANT Viol Nets,0,
peak supply drop,0.0905,mV
total track usage,4.64,%
diodes inserted,0,
Slew Limit Fails,0,
CTS Buffer Depth,2,
first-pass GRT wire length,2370,um
worst hold path cell count,2,
hold-fix buffers at CTS,0,
Placeable Area,0.00342,mm2
Max Freq,619,MHz
largest net degree at the start of global routing,7,
area post-placement,788,um2
top sig layer,met4,
CTS root buf,clkbuf_4,
CP Capture Type,flop,
period utilization,77.0,%
Fillers,387,
worst hold path startpoint,state[2],
CTS buffer count,3,
clk_skew,1.45,ps
Detailed Place HPWL,1580,um
Placer Congestion,0.797,
HP Class,reg -> reg,
Unique cell types,15,
CTS Sinks,6,
initial antenna violation count,0,
"Seq/Total Area, Yosys",24.1,%
WHS Endpoint,state[1],
number of global-route vias before repair,563,
OpenROAD warning count,89,
Met2 Wirelength,584,um
Max stage delay on crit path,470,ps
1st-iter DRT viols,5,
drt drc,0,
clock slew at reported path FFs,40,ps
Worst EP arrival,1740,ps
synthesis-to-layout area growth,62.8,%
Via Count,455,
Top delay family on crit path,simple AND/OR/NAND/NOR gates,
Buffers on Ports,36,
WL final,1680,um
Initial DRT Pass Iterations,3,
"Avg Cell Area, Syn",8.30,um2
"Chip Area, Yosys",498,um2
overall power,302,uW
metal3 WL,316,um
routed len/inst,11.7,um
layout cell share with drive strength beyond 1,6.19,%
die area,0.00640,mm2
via/cell ratio,3.18,
max-cap viol count,0,
Tmin final,1620,ps
worst-path cell chain,clkdlybuf4s50_1 > nor4_1 > nand4_1 > nor2_1 > o21ai_1,
slowest cell on the critical path,nor4_1,
pwr dens,373,mW/mm2
Top cell excl fill/tap,clkdlybuf4s50_1,
ys flops,6,
per-layer routing:
metal	vias up	GRT usage (%)
met5	-	0
li1	213	-
met4	0	0.880
met2	50	6.18
met1	190	5.87
met3	2	3.41
area by class of cell:
class	instances	area (um2)	area share, %
clock buffer	3	22.5	2.78
multi-input combinational	52	250	30.9
sequential	6	120	14.8
tap	46	57.6	7.10
timing repair buffer	36	360	44.4
flip-flops by register name (all words and copies together) (netlist names):
| signal | cells |
|---|---|
| done | 1 |
| ready | 1 |
| state | 4 |
worst max-delay path by stage:
stage	startpoint	endpoint	slack [ps]	cells past startpoint
6_report	size[29]	state[1]	480	5
5_1_grt	size[29]	state[1]	400	5
4_1_cts	size[29]	state[1]	490	5
power by group:
part,internal (uW),switching (uW)
Sequential,119,1.70
Combinational,61.4,18.5
Clock,64.3,37.2
cells in the mapped netlist:
library cell	n	share of area (%)
nand2_1	2	1.5
buf_4	32	48
nand2b_1	1	1.3
conb_1	2	1.5
nor3_2	1	2.0
dfxtp_1	6	24
nor4_1	7	8.8
and3_1	1	1.3
nand3b_1	1	1.5
nand4_1	2	2.5
nor2_1	1	0.75
and2_1	1	1.3
nor4_2	1	2.5
o21ai_1	1	1.0
or3b_2	1	1.8
metrics by stage:
stage | worst slack (ps) | util (%) | hold WS [ps] | std cells
2_1_floorplan | 988 | - | 411 | 90
3_3_place_gp | 278 | 23.1 | 432 | 140
3_5_place_dp | 245 | 23.1 | 426 | 140
4_1_cts | 494 | 23.7 | 447 | 143
5_1_grt | 395 | 23.7 | 461 | 143
6_report | 483 | 23.7 | 449 | 143
cells by family after synthesis:
group	Yosys count	share of synthesized area [%]
flops	6	24.1
simple gates	19	25.1
buf+inv	32	48.2
compound gates	1	1.00
other cells	2	1.51
Power figures rest on the tool's default switching activity, not on a simulated workload.
