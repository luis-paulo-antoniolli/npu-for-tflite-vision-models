## design/flow/run.sh

```bash
#!/bin/bash
# OpenROAD 26Q1-2900-gdf79404cd8, Yosys 0.63+post, stock flow scripts
make -C /OpenROAD-flow-scripts/flow DESIGN_CONFIG=/design/flow/config.mk WORK_HOME=/design/flow/orfs finish
```

## design/flow/design.v

```verilog
module conv2d_unit (
    input  wire        clk,
    input  wire        rst_n,
    input  wire        start,
    input  wire [31:0] input_ptr,
    input  wire [31:0] filter_ptr,
    input  wire [31:0] output_ptr,
    input  wire [31:0] input_dims,     
    input  wire [31:0] filter_dims,    
    input  wire [31:0] output_dims,    
    input  wire [31:0] stride,         
    input  wire [31:0] padding,        
    output reg  [31:0] result,
    output reg         done,
    output reg         ready
);
    localparam IDLE         = 3'b000;
    localparam LOAD_INPUT   = 3'b001;
    localparam LOAD_FILTER  = 3'b010;
    localparam COMPUTE      = 3'b011;
    localparam STORE_OUTPUT = 3'b100;
    localparam DONE_STATE   = 3'b101;
    reg [2:0] state, next_state;
    reg [31:0] input_buffer  [0:255];
    reg [31:0] filter_buffer [0:255];
    reg [31:0] output_buffer [0:255];
    reg [31:0] N, H, W, C;
    reg [31:0] KH, KW, C_IN, C_OUT;
    reg [31:0] OH, OW;
    reg [31:0] STRIDE_H, STRIDE_W;
    reg [31:0] PAD_TOP, PAD_BOTTOM, PAD_LEFT, PAD_RIGHT;
    reg [31:0] n, h, w, c_out;
    reg [31:0] kh, kw, c_in, oh, ow;
    integer loop_i;
    reg [31:0] accumulator;
    always @(posedge clk) begin
        if (!rst_n) begin
            state <= IDLE;
            done  <= 1'b0;
            ready <= 1'b1;
            N <= 0; H <= 0; W <= 0; C <= 0;
            KH <= 0; KW <= 0; C_IN <= 0; C_OUT <= 0;
            OH <= 0; OW <= 0;
            STRIDE_H <= 0; STRIDE_W <= 0;
            PAD_TOP <= 0; PAD_BOTTOM <= 0; PAD_LEFT <= 0; PAD_RIGHT <= 0;
            n <= 0; h <= 0; w <= 0; c_out <= 0;
            kh <= 0; kw <= 0; c_in <= 0; oh <= 0; ow <= 0;
            accumulator <= 0;
            result <= 0;
        end else begin
            state <= next_state;
            case (next_state)
                IDLE: begin done <= 1'b0; ready <= 1'b1; end
                DONE_STATE: begin done <= 1'b1; ready <= 1'b1; end
                default: begin done <= 1'b0; ready <= 1'b0; end
            endcase
            case (state)
                IDLE: begin
                    N <= input_dims[31:24];
                    H <= input_dims[23:16];
                    W <= input_dims[15:8];
                    C <= input_dims[7:0];
                    KH <= filter_dims[31:24];
                    KW <= filter_dims[23:16];
                    C_IN <= filter_dims[15:8];
                    C_OUT <= filter_dims[7:0];
                    OH <= output_dims[23:16];
                    OW <= output_dims[15:8];
                    STRIDE_H <= stride[31:16];
                    STRIDE_W <= stride[15:0];
                    PAD_TOP    <= padding[31:24];
                    PAD_BOTTOM <= padding[23:16];
                    PAD_LEFT   <= padding[15:8];
                    PAD_RIGHT  <= padding[7:0];
                    n <= 0; h <= 0; w <= 0; c_out <= 0;
                    kh <= 0; kw <= 0; c_in <= 0; oh <= 0; ow <= 0;
                    accumulator <= 0;
                end
                LOAD_INPUT: begin
                    for (loop_i = 0; loop_i < 256; loop_i = loop_i + 1) begin
                        input_buffer[loop_i] <= 32'h00000001;
                    end
                end
                LOAD_FILTER: begin
                    for (loop_i = 0; loop_i < 256; loop_i = loop_i + 1) begin
                        filter_buffer[loop_i] <= 32'h00000001;
                    end
                end
                COMPUTE: begin
                    if (c_out < C_OUT) begin
                        accumulator <= accumulator + (input_buffer[0] * filter_buffer[0]);
                        kw <= kw + 1;
                        if (kw >= KW) begin
                            kw <= 0;
                            kh <= kh + 1;
                            if (kh >= KH) begin
                                kh <= 0;
                                c_in <= c_in + 1;
                                if (c_in >= C_IN) begin
                                    c_in <= 0;
                                    ow <= ow + 1;
                                    if (ow >= OW) begin
                                        ow <= 0;
                                        oh <= oh + 1;
                                        if (oh >= OH) begin
                                            oh <= 0;
                                            c_out <= c_out + 1;
                                            output_buffer[c_out] <= accumulator;
                                            accumulator <= 0;
                                        end
                                    end
                                end
                            end
                        end
                    end
                end
                STORE_OUTPUT: begin
                    result <= output_buffer[c_out];
                end
                DONE_STATE: begin
                end
                default: begin end
            endcase
        end
    end
    always @(*) begin
        next_state = state;  
        case (state)
            IDLE:         next_state = start ? LOAD_INPUT   : IDLE;
            LOAD_INPUT:   next_state = LOAD_FILTER;
            LOAD_FILTER:  next_state = COMPUTE;
            COMPUTE:       
                next_state = (c_out >= C_OUT) ? STORE_OUTPUT : COMPUTE;
            STORE_OUTPUT: next_state = DONE_STATE;
            DONE_STATE:   next_state = IDLE;
            default:      next_state = IDLE;
        endcase
    end
endmodule
```

## design/flow/config.mk

```make
export PLATFORM = sky130hd
export DESIGN_NAME = conv2d_unit
export DESIGN_NICKNAME = conv2d_unit
export VERILOG_FILES = /design/flow/design.v
export SDC_FILE = /design/flow/constraint.sdc
export NUM_CORES = 4
export LEC_CHECK = 1
export CORE_UTILIZATION = 30
export SYNTH_MEMORY_MAX_BITS = 65536
```

## design/flow/constraint.sdc

```tcl
current_design conv2d_unit

set clk_period 182.8
set clk_io_pct 0.2

create_clock -name clk0 -period $clk_period [get_ports {clk}]

set non_clock_inputs [all_inputs -no_clocks]
set_input_delay [expr $clk_period * $clk_io_pct] -clock clk0 $non_clock_inputs
set_output_delay [expr $clk_period * $clk_io_pct] -clock clk0 [all_outputs]
```

==> results.env <==
RUN_STATUS='complete, no violations'
NUMSYNTHFLOPS=8504
TOP_AREA_CONTRIBUTOR_SHARE=0.7573
TIMING.RR.START='c_out[0]'
HOLD_VIOLATIONS=0
SLEW_VIOLATIONS=0
CTS_TREE='built'
GP_ROUTABILITY_CONGESTION=0.9996
CPLARGESTDELAYFAMILY='simple AND/OR/NAND/NOR gates'
DETAILEDROUTE.FIRSTPASSITERATIONCOUNT=8
FINALWORSTPATHREQUIREDPERIOD_NS=39.81
SYNTHTOPCELLSBYAREA='edfxtp_1 (76%), mux4_2 (16%), dfxtp_1 (1.9%)'
ELEMENT_TYPE_AT_THE_CRITICAL_PATH_START='input pin'
MET1_USAGE=0.1791
POWER-PER-CELL-AREA_mW_PER_MM2=10.03
YOSYSTOPAREACELL='edfxtp_1'
POST-ROUTE-DRC-COUNT=0
TIGHTESTPINTRANSITION_NS=1.454
WORSTSETUPENDPOINTTYPE='register'
DIEHEIGHT_MM=1.043
MAXCAPVIOLCOUNT=0
CRITICAL_PATH_ARRIVAL_NS=40.65
CRIT_PATH_CELL_TRACE='buf_4 -> inv_2 -> a2111o_1 -> nor3_2 -> nand2_4 -> buf_4 -> nor2_4 -> buf_4'
HOLD-PATH-CELL-COUNT=1
WORST_CLOCK_SKEW_NS=0.1049
WORST_R2R_PATH_DEPTH=16
ROWS=381
DP.CELLS=28830
WARNING_COUNT=243
FINAL.PERIOD_UTILIZATION=0.2178
GRT_SETUP_UNREPAIRED='false'
CTS_HTREE_LEVELS=6
YS_ASYNC_SR_FRACTION=0
FIN_TOTAL_PWR_uW=3776
TRACK_USAGE=0.1927
CTS_BUFFERS=827
POST-ROUTE-CELL-AREA_MM2=0.3765
CRIT_PATH_START='rst_n'
NUMBER_OF_DISTINCT_LIBRARY_CELLS_AFTER_SYNTHESIS=76
SYNTH.YOSYS.NUM_CELLS=14200
MOST_INSTANTIATED_LOGIC_CELL_AFTER_ROUTING='edfxtp_1'
SYNTHTOLAYOUTAREAGROWTH_PCT=15.91
GRT_ANTENNA_BEFORE_REPAIR=71
WORSTHOLDENDPOINT='state[0]'
VDD.IR_DROP.WORST_V=0.00001089
POSTCTSRESIZEDCELLS=0
TOP_LEVEL_PORTS=293
ENABLE_FLOP_CELLS=8192
CTS.REPAIR_TIMING.SETUP_BUFFER_COUNT=0
HP-CLASS='reg2reg'
CRITPATHMAXSTAGEDELAY_NS=0.76
TIMING.FINAL.WS_SETUP_NS=142.99
CTS_HOLD_BUFFERS=0
GRT_PASS1_WL_MM=1352
MAPPEDNETLISTAREA_MM2=0.3248
TIMING.MAX_SLEW.REL_SLACK=0.02189
WORST_SETUP_HOLD_PATH_CLK_SLEW_NS=0.06
INSTANCES_NO_FILL=30450
TIMING.CRITICAL_PATH.REQUIRED_NS=183.64
FLOORPLANUTILIZATION=0.3014
ROUTE.DETAILED.WL_PER_INST_UM=32.25
FINAL_LAYOUT_TOP_LOGIC_CELLS='edfxtp_1 (8,192), mux4_2 (2,312), buf_4 (932), clkbuf_16 (835), mux2i_1 (521)'
USE_MET3=0.1924
WORST_CASE_SETUP_SLACK_AFTER_PLACEMENT_NS=141.99
POSTSYNTHAREAPERCELL_UM2=22.88
YOSYS_MOST_USED_DFF='edfxtp_1'
YOSYS_AREA_MM2=0.3248
GLOBAL_ROUTE.PEAK_USAGE_LAYER='met2'
STATIC-LEAKAGE-POWER_uW=0.1268
POST-DP-HPWL_MM=606.9
CRIT_PATH_MAX_FANOUT=18
SETUP-VIOLATIONS-FINAL=0
CRITICAL_PATH.REG2REG.ENDPOINT='result[25]'
GLOBALROUTEOVERFLOWTOTAL=0
GRT_PASS1_VIAS=168800
CTS-ROOT-TO-SINK-BUFFERS=4
CRITICAL_PATH.MOST_COMMON_CELL='buf_4'
ROUTED-VIA-COUNT=155700
CP_NUM_BUF_INV=4
CELLS_AFTER_SYNTHESIS=14200
SETUP-TNS-FINAL_NS=0
FLOORPLAN.CORE_AREA_MM2=1.078
WORSTHOLDSTART='state[4]'
USE_MET2=0.2662
PLACED_CELL_AREA_MM2=0.3500
DIE_SPAN_IN_X_MM=1.043
DRIVE_GT1_FRAC=0.3004
GRT_MAX_DEGREE=117
ANTENNA_LEFT=0
DRT_FIRST_ITER_VIOLATIONS=11030
MAX_FREQ_MHz=25.12
PORT_BUFFER_COUNT=84
CRITICALPATHCATEGORY='in2reg'
R2R_SETUP_SLACK_NS=173.88
INSERTION_DELAY_NS=1.23
SYNTH-SEQ-AREA-SHARE=0.7765
POST_ROUTE_WL_MM=982.2
DRT-VIAS-PER-INSTANCE=5.114
CRITICAL-PATH-SLOWEST-CELL='nor2_4'
CLOCK_SINKS=8504
SYNTH-WARNING-COUNT=3
CHIPAREA_MM2=1.087
CLOCK_ROOT_BUFFER='clkbuf_16'
worst register-to-register path, delay by kind of cell, from the launching register on:
family                 cells  cell delay (ns)
AOI/OAI and AO/OA          2             0.58
buffers and inverters      9             4.57
DFF                        1             0.79
muxes                      2             0.80
and+or+nand+nor            3             2.07
cell families after synthesis:
group	share of synthesized area
compound gates	0.01352
xor+xnor	0.001537
fa+ha+maj	0.002234
buf+inv	0.01142
flops	0.7765
mux	0.1769
simple gates	0.01785
layout make-up:
class                   instances  area [µm²]
diodes                         80       200.2
inverters                      82       307.8
clock buffers                1035       21780
flip-flops and latches       8504      252400
repair buffers               1031        8148
clock inverters               506        4549
multi-input cells            4853       71160
well taps                   14360       17970
fillers                     97290      701300
Yosys cell counts (56+ instances only):
cell type and count:
a21oi_1 106, a22oi_1 91, a31oi_1 56, buf_1 112, buf_2 274, clkbuf_1 322, dfxtp_1 312, edfxtp_1 8192
ha_1 58, inv_1 81, mux2i_1 532, mux4_2 2312, nand2_1 179, nand3_1 81, nand4_1 68, nor2_1 585
nor4_1 83, o21ai_0 71, o22ai_1 177
flip-flops by register name, summed over array words and instances, names as in the netlist, 32 cells and up:
name / flops
accumulator: 32
output_buffer: 8192
result: 32
kw: 32
kh: 32
c_out: 32
ow: 32
oh: 32
c_in: 32
how the worst max path moves through the flow:
stage	endpoint	slack [ns]	cells past startpoint
CTS	output_buffer[88][17]	143.19	8
global route	output_buffer[88][9]	142.94	8
finish	output_buffer[88][30]	142.99	8
per-layer routing:
metal / vias up / share of wire / wire length [µm]
li1: 62930 / - / -
met1: 79160 / 0.28 / 270400
met2: 11560 / 0.44 / 427600
met3: 1959 / 0.22 / 216400
met4: 127 / 0.062 / 60880
met5: - / 0.0070 / 6869
power breakdown:
| part | leakage [µW] | internal (µW) | switching [µW] |
|---|---|---|---|
| clock network | 0.0128 | 914 | 743 |
| registers | 0.0931 | 2100 | 1.49 |
| logic | 0.0209 | 4.05 | 9.05 |
| total | 0.127 | 3020 | 754 |
through the flow:
step / util / hold slack [ns]
after floorplan: - / 0.3945
after global placement: 0.3247 / 0.3974
after detailed placement: 0.3247 / 0.4079
after CTS: 0.3491 / 0.4219
after global routing: 0.3492 / 0.4434
final: 0.3493 / 0.4203
Power and IR drop assume default switching activity.
